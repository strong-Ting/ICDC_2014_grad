<file path="flow/design.v">
module STI_DAC(clk ,reset, load, pi_data, pi_length, pi_fill, pi_msb, pi_low, pi_end,
	       so_data, so_valid,
	       oem_finish, oem_dataout, oem_addr,
	       odd1_wr, odd2_wr, odd3_wr, odd4_wr, even1_wr, even2_wr, even3_wr, even4_wr);
input		clk, reset;
input		load, pi_msb, pi_low, pi_end; 
input	[15:0]	pi_data;
input	[1:0]	pi_length;
input		pi_fill;
output		so_data, so_valid;
output  oem_finish, odd1_wr, odd2_wr, odd3_wr, odd4_wr, even1_wr, even2_wr, even3_wr, even4_wr;
output [4:0] oem_addr;
output [7:0] oem_dataout;
reg so_data, so_valid;
reg oem_finish, odd1_wr, odd2_wr, odd3_wr, odd4_wr, even1_wr, even2_wr, even3_wr, even4_wr;
reg [4:0] oem_addr;
wire [7:0] oem_dataout;
reg [2:0] current_state,next_state;
parameter IDLE = 3'd0;
parameter LOAD = 3'd1;
parameter SERIAL_OUT = 3'd2;
parameter FINISH = 3'd3;
reg [31:0] data_buffer;
reg [4:0] serial_counter,pi_length_bit;
always@(posedge clk or posedge reset)
begin
	if(reset) current_state <= IDLE;
	else current_state <= next_state;
end
always@(*)
begin
	case(current_state)
	IDLE:
	begin
		if(load) next_state = LOAD;
		else next_state = IDLE;
	end
	LOAD:
	begin
		next_state = SERIAL_OUT;
	end
	SERIAL_OUT:
	begin
		if(serial_counter == 4'd0 && pi_end == 1'd1) next_state = FINISH;
		else if(serial_counter == 4'd0) next_state = IDLE;
		else next_state = SERIAL_OUT;
	end
	FINISH:
	begin
		next_state = FINISH;
	end
	default: next_state = IDLE;
	endcase
end
always@(*)
begin
	case(pi_length)
	2'b00: pi_length_bit = 5'd7;
	2'b01: pi_length_bit = 5'd15; 
	2'b10: pi_length_bit = 5'd23;
	2'b11: pi_length_bit = 5'd31;
	default: pi_length_bit = 5'd0;
	endcase
end
always@(*)
begin
	case(pi_length)
	2'b00:  
	begin
		if(pi_low) 
		begin
			data_buffer[31:24] = pi_data[15:8];
			data_buffer[23:0] = 24'd0;  
		end
		else
		begin
			data_buffer[31:24] = pi_data[7:0];
			data_buffer[23:0] = 24'd0;  
		end
	end
	2'b01:  
	begin
		data_buffer[31:16] = pi_data[15:0];
		data_buffer[15:0] = 16'd0;  
	end
	2'b10:  
	begin
		if(pi_fill)
		begin
			data_buffer[31:16] = pi_data[15:0];
			data_buffer[15:0] = 16'd0;
		end
		else 
		begin
			data_buffer[31:24] = 8'd0;
			data_buffer[23:8] = pi_data[15:0];
			data_buffer[7:0] = 8'd0;  
		end
	end
	2'b11:  
	begin
		if(pi_fill)
		begin
			data_buffer[31:16] = pi_data[15:0];
			data_buffer[15:0] = 16'd0;
		end
		else
		begin
			data_buffer[31:16] = 16'd0;
			data_buffer[15:0] = pi_data[15:0];
		end
	end
	default: data_buffer = 32'd0;
	endcase
end
always@(posedge clk or posedge reset)
begin
	if(reset) serial_counter <= 5'd31;
	else if(next_state == LOAD)
	begin
		case(pi_length)
		2'b00: serial_counter <= 5'd7;
		2'b01: serial_counter <= 5'd15; 
		2'b10: serial_counter <= 5'd23;
		2'b11: serial_counter <= 5'd31;
		endcase
	end
	else if(current_state == SERIAL_OUT) serial_counter <= serial_counter - 4'd1;
end
always@(posedge clk or posedge reset)
begin
	if(reset) so_valid <= 1'd0;
	else if(next_state == SERIAL_OUT) so_valid <= 1'd1;
	else so_valid <= 1'd0;
end
reg [4:0] data_buffer_index;
always@(posedge clk or posedge reset)
begin
	if(reset) data_buffer_index <= 5'd0;
	else if(next_state == LOAD)
	begin
		if(pi_msb) data_buffer_index <= 5'd31;
		else
		begin
			case(pi_length)
			2'b00: data_buffer_index <= 5'd24;
			2'b01: data_buffer_index <= 5'd16; 
			2'b10: data_buffer_index <= 5'd8;
			2'b11: data_buffer_index <= 5'd0;
			endcase
		end
	end
	else if(next_state == SERIAL_OUT)
	begin
		if(pi_msb) data_buffer_index <= data_buffer_index - 5'd1;
		else data_buffer_index <= data_buffer_index + 5'd1;
	end
end
always@(posedge clk or posedge reset)
begin
	if(reset) so_data <= 1'd0;
	else so_data <= data_buffer[data_buffer_index];
end
reg [7:0] DAC_buffer;  
reg [3:0] counter_16bit;
reg [3:0] counter_16bit_delay_1clk;
reg [7:0] mem_counter;
reg odd_even;
always@(posedge clk or posedge reset)
begin
	if(reset) odd_even <= 1'd0;
	else if(mem_counter[3:0] == 4'd8) odd_even <= 1'd1;
	else if(mem_counter[3:0] == 4'd0) odd_even <= 1'd0;
end
always@(posedge clk or posedge reset)
begin
	if(reset) DAC_buffer <= 8'd0;
	else if(so_valid)
	begin
		DAC_buffer <= DAC_buffer << 8'd1;
		DAC_buffer[0] <= so_data; 
	end
	else if(pi_end)
	begin
		DAC_buffer <= 8'd0;
	end
end
always@(posedge clk or posedge reset)
begin
	if(reset) counter_16bit <= 4'd0;
	else if(so_valid) counter_16bit <= counter_16bit + 4'd1;
	else if(pi_end && current_state == FINISH) counter_16bit <= counter_16bit + 4'd1;
end
always@(posedge clk or posedge reset)
begin
	if(reset) mem_counter <= 8'd0;
	else if(counter_16bit == 4'd7 || counter_16bit == 4'd15) mem_counter <= mem_counter + 8'd1;
end
reg [4:0] delay_buffer;
always@(posedge clk or posedge reset)
begin
	if(reset) delay_buffer <= 5'd0;
	else if(counter_16bit == 4'd15) delay_buffer <= delay_buffer + 5'd1;
end
always@(posedge clk or posedge reset)
begin
	if(reset) oem_addr <= 5'd0;
	else oem_addr <= delay_buffer;
end
assign oem_dataout = DAC_buffer;
always@(posedge clk or posedge reset)
begin
	if(reset) oem_finish <= 1'd0;
	else if(mem_counter == 8'd0 && counter_16bit == 4'd0 && pi_end == 1'd1) oem_finish <= 1'd1;
end
always@(posedge clk or posedge reset)
begin
	if(reset) odd1_wr <= 1'd0;
	else if(mem_counter <= 8'd63 && counter_16bit == 4'd7 && odd_even == 1'd0) odd1_wr <= 1'd1;
	else if(mem_counter <= 8'd63 && counter_16bit == 4'd15 && odd_even == 1'd1) odd1_wr <= 1'd1;
	else odd1_wr <= 1'd0;
end
always@(posedge clk or posedge reset)
begin
	if(reset) even1_wr <= 1'd0;
	else if(mem_counter <= 8'd63 && counter_16bit == 4'd15 && odd_even == 1'd0) even1_wr <= 1'd1;
	else if(mem_counter <= 8'd63 && counter_16bit == 4'd7 && odd_even == 1'd1) even1_wr <= 1'd1;
	else even1_wr <= 1'd0;
end
always@(posedge clk or posedge reset)
begin
	if(reset) odd2_wr <= 1'd0;
	else if(mem_counter > 8'd63 && mem_counter<=8'd127 && counter_16bit == 4'd7 && odd_even == 1'd0)
	begin
		odd2_wr <= 1'd1;
	end
	else if(mem_counter > 8'd63 && mem_counter<=8'd127 && counter_16bit == 4'd15 && odd_even == 1'd1)
	begin
		odd2_wr <= 1'd1;
	end
	else odd2_wr <= 1'd0;
end
always@(posedge clk or posedge reset)
begin
	if(reset) even2_wr <= 1'd0;
	else if(mem_counter > 8'd63 && mem_counter<=8'd127 && counter_16bit == 4'd15 && odd_even == 1'd0)
	begin
		even2_wr <= 1'd1;
	end
	else if(mem_counter > 8'd63 && mem_counter<=8'd127 && counter_16bit == 4'd7 && odd_even == 1'd1)
	begin
		even2_wr <= 1'd1;
	end
	else even2_wr <= 1'd0;
end
always@(posedge clk or posedge reset)
begin
	if(reset) odd3_wr <= 1'd0;
	else if(mem_counter > 8'd127 && mem_counter<=8'd191 && counter_16bit == 4'd7 && odd_even == 1'd0)
	begin
		odd3_wr <= 1'd1;
	end
	else if(mem_counter > 8'd127 && mem_counter<=8'd191 && counter_16bit == 4'd15 && odd_even == 1'd1)
	begin
		odd3_wr <= 1'd1;
	end
	else odd3_wr <= 1'd0;
end
always@(posedge clk or posedge reset)
begin
	if(reset) even3_wr <= 1'd0;
	else if(mem_counter > 8'd127 && mem_counter<=8'd191 && counter_16bit == 4'd15 && odd_even == 1'd0)
	begin
		even3_wr <= 1'd1;
	end
	else if(mem_counter > 8'd127 && mem_counter<=8'd191 && counter_16bit == 4'd7 && odd_even == 1'd1)
	begin
		even3_wr <= 1'd1;
	end
	else even3_wr <= 1'd0;
end
always@(posedge clk or posedge reset)
begin
	if(reset) odd4_wr <= 1'd0;
	else if(mem_counter > 8'd191 && mem_counter<=8'd255 && counter_16bit == 4'd7 && odd_even == 1'd0)
	begin
		odd4_wr <= 1'd1;
	end
	else if(mem_counter > 8'd191 && mem_counter<=8'd255 && counter_16bit == 4'd15 && odd_even == 1'd1)
	begin
		odd4_wr <= 1'd1;
	end
	else odd4_wr <= 1'd0;
end
always@(posedge clk or posedge reset)
begin
	if(reset) even4_wr <= 1'd0;
	else if(mem_counter > 8'd191 && mem_counter<=8'd255 && counter_16bit == 4'd15 && odd_even == 1'd0)
	begin
		even4_wr <= 1'd1;
	end
	else if(mem_counter > 8'd191 && mem_counter<=8'd255 && counter_16bit == 4'd7 && odd_even == 1'd1 )
	begin
		even4_wr <= 1'd1;
	end
	else even4_wr <= 1'd0;
end
endmodule
</file>
<file path="flow/run.sh">
#!/bin/bash
# OpenROAD 26Q1-2900-gdf79404cd8, Yosys 0.63+post, stock flow scripts
make -C /OpenROAD-flow-scripts/flow DESIGN_CONFIG=/design/flow/config.mk WORK_HOME=/design/flow/orfs finish
</file>
<file path="flow/config.mk">
export PLATFORM = sky130hd
export DESIGN_NAME = STI_DAC
export DESIGN_NICKNAME = STI_DAC
export VERILOG_FILES = /design/flow/design.v
export SDC_FILE = /design/flow/constraint.sdc
export NUM_CORES = 4
export LEC_CHECK = 1
export CORE_UTILIZATION = 40
</file>
<file path="flow/constraint.sdc">
current_design STI_DAC

set clk_period 3.2
set clk_io_pct 0.2

create_clock -name clk0 -period $clk_period [get_ports {clk}]

set non_clock_inputs [all_inputs -no_clocks]
set_input_delay [expr $clk_period * $clk_io_pct] -clock clk0 $non_clock_inputs
set_output_delay [expr $clk_period * $clk_io_pct] -clock clk0 [all_outputs]
</file>
==> Changelog: implementation <==
### Implementation results

- Status: finished clean
- Reg-to-reg setup timing slack: 560 ps
- Worst VDD drop: 408 uV
- Fillers: 652
- Final Hold Viols: 0
- Latency at later pin: 300 ps
- Reg clk slew, reported paths: 100 ps
- Setup total negative slack: 0 ps
- Min-delay worst type: flop to flop
- Relative slew slack: 47.6%
- RSZ-0062 raised after global routing: no
- Drt total wl: 5710 um
- Vias/cell: 5.19
- Clk buf depth: 2
- Top Layout Cells: 50 x dfrtp_1, 48 x clkdlybuf4s50_1, 26 x nand2_1
- Global-route wire length before repair: 9880 um
- Layout cells sized above 1: 7.81%
- CP Launch Type: flop
- CTS resizes: 0
- Post-synth EDFFs: 0
- Clock sink total: 56
- Worst path arrival time: 2820 ps
- Comb gate area: 1480 um2
- Fp util: 41.6%
- Initial antenna violation count: 0
- DRT iter0 DRCs: 64
- Synth mux share: 11.9%
- Req. time, crit path: 3380 ps
- DP HPWL: 4260 um
- N_diodes: 0
- Final non-filler cell total: 419
- GRT overflow: 0
- Dominant cell area share: 41.5%
- Main logic family: AND-OR/OR-AND gates
- Num rows: 31
- DR DRC count: 0
- FF+latch count, synth: 56
- Simple Share, Synth: 12.3%
- Crit. End Element: flop
- Top cells, area: dfrtp_1 41%, mux4_1 6.1%, dfstp_2 5.2%
- Ys cells: 275
- # Max-Cap Violations: 0
- Leakage: 0.00161 uW
- Die H: 88.8 um
- I/O Pins: 49
- Cell area after synthesis: 3020 um2
- Syn Area/Cell: 11.0 um2
- Yosys Warn Count: 1
- Async SR Flop Fraction: 100%
- Yosys xor share: 6.68%
- Total GRT Usage: 16.7%
- Post-route minimum period: 2640 ps
- Clock skew: 11.4 ps
- Postcts setup bufs: 0
- Yosys stat area: 3020 um2
- Worst-Margin Slew: 786 ps
- Final ANT Viol Nets: 0
- Vias after detailed routing: 2173
- Root Buffer Master: clkbuf_8
- Register Area: 1410 um2
- Tool Warnings: 29
- Max-slew violation total from the final report: 0
- Cell type with the largest total area: dfrtp_1
- WL/cell: 13.6 um
- Total die area: 7890 um2
- Largest net degree at the start of global routing: 32
- Final setup violation count: 0
- Die Wd: 88.8 um
- Register area share after synthesis: 46.7%
- Most used logic cell in the final layout: dfrtp_1
- Power density over the cells: 754 nW/um2
- H-tree depth: 2
- Worst setup path class: flop to flop
- Core area: 7250 um2
- First-pass DRT Iterations: 6
- Yosys adder share: 5.64%
- Placed insts: 411
- Mapped Cells: 275
- Max Clock Freq: 379 MHz
- Crit path max fanout: 7
- CTS tree: yes
- Number of global-route vias before repair: 2065
- Port Buffer Count: 48
- TritonCTS buffer count: 5
- Yosys cell types: 47
- RePlAce Congestion: 0.818
- CTS Hold Bufs: 0
- Post-synth top flop: dfrtp_1
- Syn-to-layout area delta: 22.0%
- Final worst-path cycle share: 82.5%
- Yosys aoi share: 12.6%
==> state kept, by name (all words and copies together) (netlist names) <==
name / count
DAC_buffer: 8
counter_16bit: 4
current_state: 4
data_buffer_index: 5
delay_buffer: 5
even1_wr: 1
even2_wr: 1
even3_wr: 1
even4_wr: 1
mem_counter: 8
odd1_wr: 1
odd2_wr: 1
odd3_wr: 1
odd4_wr: 1
odd_even: 1
oem_addr: 5
oem_finish: 1
serial_counter: 5
so_data: 1
so_valid: 1
==> worst max-delay path: stages (launching register included) <==
cell and delay [ps]:
dfstp_2 390, inv_1 80, ha_1 140, nor4b_1 480, inv_1 80, a21oi_1 200, nand2_1 100, inv_1 70
ha_1 270, inv_1 190, nor2_1 240, a21oi_1 100, a21oi_1 120, a21oi_1 50
==> path summary, 6_finish.rpt <==
| check | from | to | cells past startpoint |
|---|---|---|---|
| max in group asynchronous | reset | current_state[0] | 3 |
| worst min-delay path | delay_buffer[4] | oem_addr[4] | 0 |
| min in group asynchronous | reset | data_buffer_index[1] | 2 |
| worst max register to register | serial_counter[0] | data_buffer_index[4] | 13 |
| worst max-delay path | serial_counter[0] | data_buffer_index[4] | 13 |
| worst min register to register | delay_buffer[4] | oem_addr[4] | 0 |
==> report_power, final <==
part / switching, uW / internal, uW / total (uW) / leakage (uW)
Combinational: 504 / 639 / 1140 / 0.000843
Sequential: 307 / 945 / 1250 / 0.000720
Clock: 226 / 156 / 381 / 0.0000445
==> layout make-up <==
type | count | area share, %
flip-flops and latches | 56 | 38.3
multi-input cells | 189 | 40.3
well taps | 99 | 3.37
clock inverters | 3 | 0.578
inverters | 16 | 1.63
repair buffers | 51 | 14.0
clock buffers | 5 | 1.87
==> cells in the mapped netlist, types with 2 or more instances <==
cell type / number
dfrtp_1: 50
nand2_1: 26
inv_1: 16
xnor2_1: 16
nor2_1: 13
ha_1: 12
mux2i_1: 12
o21ai_0: 12
a21oi_1: 11
a22o_1: 8
clkbuf_1: 8
mux4_1: 7
nand4_1: 7
xor2_1: 7
dfstp_2: 6
buf_2: 5
mux2_2: 5
a31oi_1: 4
and2_1: 4
nand2b_1: 4
nor3_1: 4
o22ai_1: 4
a21o_1: 3
nor4b_1: 3
and3_1: 2
nand3b_1: 2
nor4_1: 2
o221ai_1: 2
o31ai_1: 2
==> cell families after synthesis <==
kind of cell,count (synthesis)
compound gates,56
mux,24
xor+xnor,23
flops,56
fa+ha+maj,13
simple gates,73
buf+inv,30
==> metrics by stage <==
stage	instance area [um2]	hold slack (ps)	total power [uW]	setup WS, ps	util [%]
finish	3680	417	2780	560	50.7
global route	3680	435	3040	326	50.7
CTS	3680	419	2810	572	50.7
detailed placement	3590	395	2410	421	49.5
global placement	3590	393	2400	455	49.5
floorplan	3020	373	2060	1030	-
==> metal layers <==
layer  track usage [%]  vias up  wire length, um
li1                  -     1079                -
met1              26.4     1044             2820
met2              26.1       45             2620
met3              2.93        5              209
met4              1.47        0               63
met5                 0        -                0
Power figures rest on the tool's default switching activity, not on a simulated workload.
